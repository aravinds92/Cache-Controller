$ cat design/flow/run.sh
#!/bin/bash
# OpenROAD 26Q1-2900-gdf79404cd8, Yosys 0.63+post, stock flow scripts
make -C /OpenROAD-flow-scripts/flow DESIGN_CONFIG=/design/flow/config.mk WORK_HOME=/design/flow/orfs finish
$ cat design/flow/config.mk
export PLATFORM = sky130hd
export DESIGN_NAME = CPU_toy
export DESIGN_NICKNAME = CPU_toy
export VERILOG_FILES = /design/flow/design.v
export SDC_FILE = /design/flow/constraint.sdc
export NUM_CORES = 4
export LEC_CHECK = 1
export CORE_UTILIZATION = 50
$ cat design/flow/constraint.sdc
current_design CPU_toy

set clk_period 8.4
set clk_io_pct 0.2

create_clock -name clk0 -period $clk_period [get_ports {clk}]

set non_clock_inputs [all_inputs -no_clocks]
set_input_delay [expr $clk_period * $clk_io_pct] -clock clk0 $non_clock_inputs
set_output_delay [expr $clk_period * $clk_io_pct] -clock clk0 [all_outputs]
$ cat design/flow/design.v
`timescale 1ns / 1ns
module CPU_toy (start, clk, rst, bus_busy, cache_busy, address, data, read_operation, store, start_to_cache, input_data);
input start, clk, rst, bus_busy, cache_busy;
input store;
input [7:0] input_data;
output reg [7:0] address, data;
output reg read_operation;
output reg start_to_cache;
reg operation [0:9];
reg [7:0] read_address [0:9];
reg [7:0] write_address [0:9];
reg [7:0] write_data [0:9];
reg [7:0] receive_cnt;
reg [7:0] transmit_cnt;
always@(posedge clk)
begin
	if(rst)
	begin
		data = 0;
		read_operation = 0;
		address = 0;
		receive_cnt = 0;
		transmit_cnt = 0;
		start_to_cache=0;
	end
	else
	if(!start && store)				 
	begin
		receive_cnt = receive_cnt + 1;
		if(receive_cnt<8'd3)
		begin
			operation[receive_cnt-1] = input_data[0];
		end
		else
		if(receive_cnt<8'd5)
		begin
			read_address[receive_cnt-3] = input_data;
		end
		else
		if(receive_cnt<8'd7)
		begin
			write_address[receive_cnt-5] = input_data;
		end
		else
		if(receive_cnt<8'd9)
		begin
			write_data[receive_cnt-7] = input_data;
		end
	end
	else
	if(start && !store)
	begin
	if(transmit_cnt<3)
	begin
		if(!bus_busy && !cache_busy)
		begin
			start_to_cache=1;
			transmit_cnt = transmit_cnt + 1;
			if(operation[transmit_cnt-1] == 1)
			begin
				address = read_address[transmit_cnt - 1];
				data = 0;
				read_operation = 1;
			end
			else
			begin
				start_to_cache=0;
				address = write_address[transmit_cnt - 1];
				data = write_data[transmit_cnt - 1];
				read_operation = 0;
			end
		end
		end
	end
end
endmodule
==> impl_metrics.py <==
# Metrics from the implementation run
metrics = {
    "power_and_ir_drop": {
        "clock_power_share_pct": 42.7,
        "switching_share_pct": 19.57,
        "power_mw": 2.802,
        "cell_internal_pwr_mw": 2.253,
        "comb_power_share_pct": 3.1,
        "power.density_nw_per_um2": 220.0,
        "p_leak_nw": 4.117,
        "max-vdd-ir-drop_v": 0.0001525,
        "power_frac_seq_pct": 54.2,
        "power_switching_uw": 548.1,
    },
    "route": {
        "drc": 0,
        "drtPass1Iterations": 6,
        "postRouteAntennaNets": 0,
        "vias": 6905,
        "drt-total-wl_um": 27800,
        "viasPerCell": 6.215,
        "antennaDiodeCount": 0,
        "drt-initial-drc-count": 609,
        "wl_per_cell_um": 25.02,
    },
    "synth": {
        "synth_area_per_cell_um2": 14.89,
        "yosys_area_um2": 11140,
        "synth_warnings": 5,
        "async_reset_ff_share_pct": 0,
        "syn_inst": 748,
        "synthFlopType": "edfxtp_1",
        "edf_count": 244,
        "syn_area_um2": 11140,
        "ys_types": 69,
        "ys_cells": 748,
        "ys_ff": 277,
        "yosysSeqAreaShare_pct": 71.71,
    },
    "floorplanning": {
        "row_count": 54,
        "core_um2": 21820,
        "die.size.y_um": 151.3,
        "die_w_um": 151.3,
        "boundaryPins": 32,
        "dieArea_um2": 22880,
        "initial_core_util_pct": 51.04,
    },
    "setup_path": {
        "crit_type": "reg2reg",
        "crit_buf_inv": 0,
        "slowest_delay_ns": 0.73,
        "cp.required_ns": 8.56,
        "critPathArrivalTime_ns": 3.96,
        "cp-start-kind": "flop",
        "crit_chain": "ha_1 -> and3_1 -> a21oi_1 -> o21ai_1 -> nand4_1 -> nor2_1",
        "crit_path_top_delay_cell": "nor2_1",
        "crit_family": "simple AND/OR/NAND/NOR gates",
        "path_max_fanout": 14,
        "cp-end-kind": "flop",
    },
    "place": {
        "dp_slack_ns": 4.133,
        "placed_cell_area_um2": 11850,
        "post-place-cells": 1062,
        "port_buffers": 31,
        "dpl.hpwl_um": 17150,
        "place_congestion": 0.9123,
    },
    "timing": {
        "clock.fmax_mhz": 263.3,
        "setup_viol": 0,
        "finalClockPeriodUsage_pct": 45.21,
        "maxSlewViolCount": 0,
        "rsz0062_at_grt": "false",
        "clock-skew-final_ns": 0.006415,
        "whs_ns": 0.4490,
        "final-hold-violation-count": 0,
        "min_period_ns": 3.798,
        "worst_slew_pin_slew_ns": 0.8700,
        "tns_ns": 0,
        "layout_setup_ws_ns": 4.602,
        "relSlewSlack_pct": 42.00,
    },
    "final_layout": {
        "lay_top_count": "edfxtp_1",
        "logic_area_um2": 3022,
        "layout_top_cells": "244 x edfxtp_1, 52 x nor2_1, 41 x nand2_1",
        "nFillCells": 1647,
        "seq_area_um2": 7990,
        "fin_cells": 1111,
        "layout-drive-gt1-share_pct": 10.59,
        "areaGrowthSynthToFinish_pct": 14.31,
        "finalInstanceArea_um2": 12730,
        "final_core_util_pct": 58.35,
    },
    "cts": {
        "htree_levels": 1,
        "cts_tree": "done",
        "ctsHoldBuffers": 0,
        "clock_path_buffers": 3,
        "cts_setup_buffers": 0,
        "root_buffer": "clkbuf_16",
        "insertion_delay_ns": 0.53,
        "numCtsBuffers": 28,
        "cts_sinks": 277,
        "cts_resized": 0,
        "cts.clk_slew.worst_paths_ns": 0.06,
    },
    "grt": {
        "antenna_found_initial": 0,
        "gr-total-overflow": 0,
        "grt_first_pass_wirelength_um": 41880,
        "grt_max_degree": 59,
        "grt_use_total_pct": 28.33,
        "grt_pass1_vias": 7121,
    },
    "run": {
        "warnings": 34,
        "maxCapViolCount": 0,
    },
    "run_status": {
        "status": "finished clean",
    },
    "worst_hold_path": {
        "hold_class": "reg2reg",
    },
}
## power groups by stage
stage	Sequential [mW]	Combinational [mW]	Clock (mW)
after global routing	1.52	0.0954	1.27
final	1.52	0.0868	1.20
after CTS	1.52	0.0879	1.22
## worst register-to-register path: stages (launching register included)
cell	delay, ns
dfxtp_1	0.61
ha_1	0.60
and3_1	0.33
a21oi_1	0.11
o21ai_1	0.53
nand4_1	0.51
nor2_1	0.73
## path summary, 6_finish.rpt
kind | from | to | slack (ns) | cells after the start
setup / recovery | receive_cnt[0] | write_data[6][1] | 4.60 | 6
setup reg to reg | receive_cnt[0] | write_data[6][1] | 4.60 | 6
hold reg to reg | address[4] | address[4] | 0.45 | 2
hold / removal | address[4] | address[4] | 0.45 | 2
## logic make-up (layout without fill, tap and decap cells)
group	count (synthesis)	after routing	share of synthesized area, %
flip-flops	277	277	71.71
AND/OR/NAND/NOR	194	194	9.154
buffers and inverters	52	106	2.359
AND-OR/OR-AND	180	180	12.50
XOR/XNOR	11	11	0.8649
adder cells (fa/ha/maj)	11	11	1.236
multiplexers	22	22	2.145
other	1	30	0.03366
## synthesized netlist by cell type (all sizes together) (6+ instances only)
master / n / area, µm²
nand2: 41 / 153.9
edfxtp: 244 / 7327
a31oi: 7 / 43.79
o21ai: 17 / 85.08
nand3b: 7 / 52.55
xor2: 7 / 61.31
a222oi: 16 / 160.2
mux2: 12 / 138.9
a21oi: 20 / 100.1
a221oi: 15 / 131.4
a22oi: 33 / 247.7
dfxtp: 33 / 660.6
and2: 12 / 75.07
nand2b: 6 / 37.54
nand3: 24 / 125.1
o211ai: 8 / 60.06
nor2b: 15 / 93.84
mux2i: 10 / 100.1
clkbuf: 17 / 63.81
nor2: 53 / 201.5
a22o: 14 / 123.9
ha: 11 / 137.6
and3: 8 / 50.05
nor4: 6 / 67.56
buf: 29 / 176.4
o221ai: 7 / 67.56
## cell type report
| class | instances | share of cell area (%) |
|---|---|---|
| Clock buffer | 34 | 5.846 |
| Inverter | 6 | 0.1769 |
| Multi-Input combinational cell | 448 | 23.73 |
| Sequential cell | 277 | 62.75 |
| Timing Repair Buffer | 51 | 3.616 |
| Tap cell | 280 | 2.751 |
| Clock inverter | 15 | 1.130 |
## metal layers
metal  global-route usage (%)  wire length, µm  share of wire, %
met1                    40.39            10400                37
met2                    43.22            13570                49
met3                    11.49             2725               9.8
met4                    9.100             1102               4.0
met5                        0                0                 0
## sequential cells by signal (all words and copies together) (netlist names)
register and count:
address 8, write_data 80, read_address 77, transmit_cnt 8
read_operation 1, data 8, operation 10, receive_cnt 8
write_address 77
Power is estimated from default activity; no workload was simulated.
