`design/flow/run.sh`:
```
#!/bin/bash
# OpenROAD 26Q1-2900-gdf79404cd8, Yosys 0.63+post, stock flow scripts
make -C /OpenROAD-flow-scripts/flow DESIGN_CONFIG=/design/flow/config.mk WORK_HOME=/design/flow/orfs finish
```
`design/flow/config.mk`:
```
export PLATFORM = sky130hd
export DESIGN_NAME = bus_arbitrator
export DESIGN_NICKNAME = bus_arbitrator
export VERILOG_FILES = /design/flow/design.v
export SDC_FILE = /design/flow/constraint.sdc
export NUM_CORES = 4
export LEC_CHECK = 1
export CORE_UTILIZATION = 40
```
`design/flow/constraint.sdc`:
```
current_design bus_arbitrator

set clk_period 3.8
set clk_io_pct 0.2

create_clock -name clk0 -period $clk_period [get_ports {clk}]

set non_clock_inputs [all_inputs -no_clocks]
set_input_delay [expr $clk_period * $clk_io_pct] -clock clk0 $non_clock_inputs
set_output_delay [expr $clk_period * $clk_io_pct] -clock clk0 [all_outputs]
```
`design/flow/design.v`:
```
`timescale 1ns / 1ps
module bus_arbitrator (clk, rst, read_address_1, read_address_2, read_data_1, read_data_2, write_address_1, write_address_2, 
							  write_data_1, write_data_2, finish1, finish2, cache_write_1, cache_write_2, flag_to_1, flag_to_2, 
							  bus_busy, bus_access_1, bus_access_2, address_to_1, address_to_2);
input clk, rst;
input [7:0] read_address_1, read_address_2, write_address_1, write_address_2;
input [7:0] write_data_1, write_data_2;
input bus_access_1, bus_access_2;
input cache_write_1, cache_write_2;
output reg [7:0] read_data_1, read_data_2;
output reg finish1, finish2;
reg finish1_p, finish2_p;
output reg flag_to_1, flag_to_2;
output reg bus_busy;
output reg [7:0] address_to_1, address_to_2;
reg [3:0] state;
reg [7:0] mem_read_address, mem_write_address, mem_write_data;
reg mem_we;
reg p1,p2,p3,p4;
wire [7:0] mem_read_data;
localparam RR=0, RW=1, WR=2, WW=3, RN=4, WN=5, NR=6, NW=7, NN=8;
localparam priority_1 = 1, priority_2 = 0;
always@(posedge clk)
begin
	if(rst)
	begin
		bus_busy = 0;
		state = NN;
	end
	else
	begin
			if((bus_access_1 && bus_access_2) && (!cache_write_1 && !cache_write_2))
			begin
				bus_busy = 1;
				state = RR;
			end
			if((bus_access_1 && bus_access_2) && (!cache_write_1 && cache_write_2))
			begin
				bus_busy = 0;
				state = RW;
			end
			if((bus_access_1 && bus_access_2) && (cache_write_1 && !cache_write_2))
			begin
				bus_busy = 0;
				state = WR;
			end
			if((bus_access_1 && bus_access_2) && (cache_write_1 && cache_write_2))
			begin
				bus_busy = 1;
				state = WW;
			end
			if((bus_access_1 && !bus_access_2) && (cache_write_1))
			begin
				bus_busy = 0;
				state = WN;
			end
			if((bus_access_1 && !bus_access_2) && (!cache_write_1))
			begin
				bus_busy = 0;
				state = RN;
			end
			if((!bus_access_1 && bus_access_2) && (cache_write_2))
			begin 
				bus_busy = 0;
				state = NW;
			end
			if((!bus_access_1 && bus_access_2) && (!cache_write_2))
			begin
				bus_busy = 0;
				state = NR;
			end
			if((!bus_access_1 && !bus_access_2))
			begin
				bus_busy = 0;
				state = NN;
			end	
	end
end	
always@(posedge clk)
begin	
		if(rst)
		begin
			finish1_p = 0;
			finish2_p = 0;
			mem_read_address = 0;
			mem_write_address = 0;
			mem_write_data = 0;
			read_data_1 = 0;
			read_data_2 = 0;
			mem_we = 0;
			flag_to_1 = 0;
			flag_to_2 = 0;
		end
		case(state)
				RN : begin
						mem_read_address = read_address_1;
						read_data_1 = mem_read_data;
						finish1_p = ~finish1_p;
						mem_we = 0;
						flag_to_1 = 0;
						flag_to_2 = 0;
					  end
				NR : begin
						mem_read_address = read_address_2;
						read_data_2 = mem_read_data;
						finish2_p = ~finish2_p;
						mem_we = 0;
						flag_to_1 = 0;
						flag_to_2 = 0;
					  end	  
				WN : begin
						mem_write_address = write_address_1;
						mem_write_data = write_data_1;
						mem_we = 1;
						finish1_p = ~finish1_p;
						flag_to_1 = 0;
						flag_to_2 = 1;
						address_to_2 = write_address_1;
					  end		
				NW : begin
						mem_write_address = write_address_2;
						mem_write_data = write_data_2;
						mem_we = 1;
						finish2_p = ~finish2_p;
						flag_to_1 = 1;
						flag_to_2 = 0;
						address_to_1 = write_address_2;
					  end	
				RW : begin
						if(mem_write_address == mem_read_address)
						begin
							mem_write_address = write_address_2;
							mem_write_data = write_data_2;
							mem_we = 1;
							read_data_1 = write_data_2;
							finish1_p = ~finish1_p;
							finish2_p = ~finish2_p;
							flag_to_1 = 0;
							flag_to_2 = 0;
						end
						else
						begin
							mem_write_address = write_address_2;
							mem_write_data = write_data_2;
							mem_we = 1;
							mem_read_address = read_address_1;
							read_data_1 = mem_read_data;
							finish1_p = ~finish1_p;
							finish2_p = ~finish2_p;
							flag_to_1 = 1;
							flag_to_2 = 0;
							address_to_1 = write_address_2;
						end
					  end
				WR : begin
						if(mem_write_address == mem_read_address)
						begin
							mem_write_address = write_address_1;
							mem_write_data = write_data_1;
							mem_we = 1;
							mem_read_address = read_address_2;
							read_data_2 = mem_read_data;
							finish1_p = ~finish1_p;
							finish2_p = ~finish2_p;
							flag_to_1 = 0;
							flag_to_2 = 0;
						end
						else
						begin
							mem_write_address = write_address_1;
							mem_write_data = write_data_1;
							mem_we = 1;
							mem_read_address = read_address_2;
							read_data_2 = mem_read_data;
							finish1_p = ~finish1_p;
							finish2_p = ~finish2_p;
							flag_to_1 = 0;
							flag_to_2 = 1;
							address_to_2 = write_address_1;
						end	
					  end
				NN : begin
						flag_to_1 = 0;
						flag_to_2 = 0;
						address_to_1 = 0;
						address_to_2 = 0;
					  end
				RR : begin														 
							if(priority_1 > priority_2)
							begin
								mem_read_address = read_address_1;
								read_data_1 = mem_read_data;
								finish1_p = ~finish1_p;
								flag_to_1 = 0;
								flag_to_2 = 0;
							end
							else
							begin
								mem_read_address = read_address_2;
								read_data_2 = mem_read_data;
								finish2_p = ~finish2_p;
								flag_to_1 = 0;
								flag_to_2 = 0;
							end	
					  end
				WW : begin
								if(priority_1 > priority_2)					 
								begin
									mem_write_address = write_address_1;
									mem_write_data = write_data_1;
									mem_we = 1;
									finish1_p = ~finish1_p;
									flag_to_1 = 0;
									flag_to_2 = 1;
									address_to_2 = write_address_1;
								end
								else
								begin
									mem_write_address = write_address_2;
									mem_write_data = write_data_2;
									mem_we = 1;
									finish2_p = ~finish2_p;
									flag_to_1 = 1;
									flag_to_2 = 0;
									address_to_1 = write_address_2;
								end
						 end
				endcase
end	
always@(clk)
begin
	if(rst)
	begin
		finish1=0;
		p1<=0;
		p2<=0;
	end
	else
	begin
		p1<=finish1_p;
		p2<=p1;
		finish1 = p1 & ~p2;
	end
end
always@(clk)
begin
	if(rst)
	begin
		finish2=0;
		p3<=0;
		p4<=0;
	end
	else
	begin
		p3<=finish2_p;
		p4<=p3;
		finish2 = p3 & ~p4;
	end
end	
Main_memory256 M1(mem_read_data, clk, mem_read_address, mem_write_address, mem_write_data, mem_we, rst);
endmodule	
`timescale 1ns / 1ps
`timescale 1ns / 1ps
module Main_memory256(out_data, MM_clk, read_select, write_select, write_data, write_enable, rst, readfinish_flag, writefinish_flag, read_enable);
input MM_clk, rst;
input [7:0] write_data;
input [7:0] write_select;
input	[7:0] read_select;
input write_enable, read_enable;
output reg readfinish_flag, writefinish_flag;
output reg [7:0] out_data;
reg readfinish, writefinish, p1, p2, p3, p4;
integer i;
reg [7:0] data_memory [0: 255];		 
		always @ (posedge MM_clk)
				begin	
					if(rst)
					begin
						out_data=0;
						readfinish=0;
					end	
					else if(read_enable)
						begin
						out_data = data_memory [read_select];
						readfinish =1;
						end
					else 
						readfinish =0;
					end
		always @ (posedge MM_clk)
				begin
					if(rst)
						for (i = 0; i < 255; i = i + 1) 
						begin 
							data_memory[i] = 8'd15;
						end   
					else
					if(write_enable)
						begin
							data_memory [write_select] = write_data;
							writefinish =1;
						end
					else
						writefinish = 0;	
				 end
always@(posedge MM_clk)
begin
	if(rst)
	begin
		readfinish_flag<=0;
		p1<=0;
		p2<=0;
	end
	else if(readfinish==1)
	begin
		p1<=readfinish;
		p2<=p1;
		readfinish_flag <= p1 & ~p2;
	end
	if(p1==1 && p2==0)
	begin
		p1<=0;
		p2<=0;
	end	
end
always@(posedge MM_clk)
begin
	if(rst)
	begin
		writefinish_flag<=0;		 
		p3<=0;						 
		p4<=0;
	end
	else if(writefinish == 1)
	begin
		p3<=writefinish;			 
		p4<=p3;	
		writefinish_flag <= p3 & ~p4;
	end
	if(p3==1 && p4 ==0)
	begin
		p3<=0;
		p4<=0;
	end
end
endmodule
module multiplebus(clk, rst, write_op1, write_op2, in_address1, in_address2, in_data1, in_data2, start1, start2, out_data1, out_data2, finish_flag1, finish_flag2, read_busy, write_busy, flag_to_1, flag_to_2, address_to_1, address_to_2);  
input write_op1, write_op2, rst, clk, start1, start2;
input [7:0] in_address1, in_address2, in_data1, in_data2;
output wire [7:0] out_data1, out_data2;
output wire finish_flag1, finish_flag2;
output reg flag_to_1, flag_to_2;
output reg [7:0] address_to_1, address_to_2;
output reg read_busy, write_busy;
wire readfinish_flag, writefinish_flag;
reg [7:0] mem_read_address, mem_write_address, mem_data;
wire [7:0] mem_data_out;
reg write_enable,read_c1, read_c2, write_c1, write_c2;
reg read_enable;
reg R1, R2, W1, W2;
reg [3:0] next_state;
reg state_flag;
reg [3:0] state;
localparam RR = 0, RW = 1, WR = 2, WW = 3, RN = 4, WN = 5, NR = 6, NW = 7, NN = 8, dummy=9;
parameter priority_1 = 1, priority_2 = 0;
always@(posedge clk)
begin
	if(rst)
	begin
	state = NN;
	end
	else if((state_flag == 1) && ((finish_flag1==1)||(finish_flag2==1)))
	begin
		state = dummy;
	end
	else if(state == dummy)
	begin
		state = next_state;
	end	
	else	
	begin
		if((start1==1) && (start2==1))
		begin
			if(write_op1==1 && write_op2==1)
				state = WW;
			else if(write_op1==1 && write_op2==0)
				state = WR;
			else if(write_op1==0 && write_op2==1)
				state = RW;
			else if(write_op1==0 && write_op2==0)		
				state = RR;
		end
		else if((start1 == 1) && (start2 == 0))
		begin
			if(write_op1 == 1)
				state = WN;
			else if(write_op1 == 0)
				state = RN;
		end
		else if((start1 == 0) && (start2 == 1))
		begin
			if(write_op2 == 1)
				state = NW;
			else if(write_op2 == 0)
				state = NR;
		end
		else if((start1 == 0) && (start2 == 0))
			state = NN;
	end
end
always@(posedge clk)
begin	
		if(rst)
		begin
			mem_read_address = 0;
			mem_write_address = 0;
			mem_data = 0;
			write_enable = 0;
			read_enable = 0;
			read_busy = 0;
			write_busy = 0;
			read_c1 = 0;
			read_c2 = 0;
			write_c1 = 0;
			write_c2 = 0;
			state_flag = 0;
			next_state = NN;
			flag_to_1 = 0;
			flag_to_2 = 0;
			address_to_1 = 0;
			address_to_2 = 0;
		end
		if(flag_to_2 == 1)
			flag_to_2 = 0;
		if(flag_to_1 == 1)
			flag_to_1 = 0;
		else	
		begin	
			case(state)								
					NN : 		begin
								end
					RN :		begin
								read_busy = 1;
								mem_read_address = in_address1;
								write_enable = 0;
								read_enable =1;
								read_c1 =1;
								state_flag=0;
								end
					NR :		begin
								read_busy = 1;
								mem_read_address = in_address2;
								write_enable =0;
								read_enable =1;
								read_c2 =1;
								state_flag=0;
								end
					WN :     begin
								write_busy = 1;
								mem_write_address = in_address1;
								mem_data = in_data1;
								write_enable = 1;
								read_enable = 0;
								write_c1 =1;
								state_flag = 0;
								flag_to_2 = 1;
								address_to_2 = in_address1;
								end
					NW :     begin
								write_busy = 1;
								mem_write_address = in_address2;
								mem_data = in_data2;
								write_enable = 1;
								read_enable = 0;
								write_c2 =1;
								state_flag = 0;
								flag_to_1 = 1;
								address_to_1 = in_address2;
								end	
					RW :		begin
								read_busy = 1;
								write_busy = 1;
								mem_read_address = in_address1;
								mem_write_address = in_address2;
								mem_data = in_data2;
								write_enable = 1;
								read_enable = 1;
								read_c1 =1;
								write_c2 =1;
								flag_to_1 = 1;
								address_to_1 = in_address2;
								end
					WR :		begin
								read_busy = 1;
								write_busy = 1;
								mem_read_address = in_address2;
								mem_write_address = in_address1;
								mem_data = in_data1;
								write_enable = 1;
								read_enable = 1;
								read_c2 =1;
								write_c1 =1;
								flag_to_2 = 1;
								address_to_2 = in_address1;
								end
					RR :		begin
								state_flag=1;
								if(priority_1 > priority_2)
								begin
									read_busy = 1;
									mem_read_address = in_address1;
									write_enable = 0;
									read_enable = 1;
									read_c1 =1;
									next_state = NR;
								end
								else if(priority_2 > priority_1)
								begin
									read_busy = 1;
									mem_read_address = in_address2;
									write_enable = 0;
									read_enable = 1;
									read_c2 =1;
									next_state = RN;
								end
								end
					WW :		begin
								state_flag=1;
								if(priority_1 > priority_2)
								begin
									write_busy = 1;
									mem_write_address = in_address1;
									mem_data = in_data1;
									write_enable = 1;
									read_enable = 0;
									write_c1 =1;
									next_state = NW;
									flag_to_2 = 1;
									address_to_2 = in_address1;
								end
								else if(priority_2 > priority_1)
								begin
									write_busy = 1;
									mem_write_address = in_address2;
									mem_data = in_data2;
									write_enable = 1;
									read_enable = 0;
									write_c2 =1;
									next_state = NW;
									flag_to_1 = 1;
									address_to_1 = in_address2;
								end
								end								
			endcase	
		end
			if(readfinish_flag)
			begin
				read_enable = 0;
				read_busy = 0;
				if(read_c1)
				begin
					read_c1 = 0;
				end
				if(read_c2)
				begin
					read_c2 = 0;
				end
		   end
		  if(writefinish_flag)
			begin
				write_enable = 0;
				write_busy = 0;
				if(write_c1)
				begin
					write_c1 = 0;			
				end
				if(write_c2)
				begin
					write_c2 = 0;
				end
		   end	
end
assign finish_flag1 = rst? 0 : (read_c1 && readfinish_flag) ? 1 : (write_c1 && writefinish_flag) ? 1 : 0;
assign finish_flag2 = rst? 0 : (read_c2 && readfinish_flag) ? 1 : (write_c2 && writefinish_flag) ? 1 : 0;
assign out_data1 = rst? 0 : (read_c1 && readfinish_flag) ? mem_data_out : out_data1;
assign out_data2 = rst? 0 : (read_c2 && readfinish_flag) ? mem_data_out : out_data2;
Main_memory256 mem1(mem_data_out, clk, mem_read_address, mem_write_address, mem_data, write_enable, rst, readfinish_flag, writefinish_flag, read_enable);
endmodule 
```
==> node_exporter_impl.prom <==
# HELP chip_impl_metric Physical implementation figures
# TYPE chip_impl_metric gauge
chip_impl_metric{name="initialDrtViolationCount",unit=""} 49
chip_impl_info{name="postSynth.topFlopCell",value="sky130_fd_sc_hd__edfxtp_1"} 1
chip_impl_info{name="rsz0062_at_grt",value="no"} 1
chip_impl_metric{name="place_congestion",unit=""} 0.794
chip_impl_metric{name="post_cts.resized_instances",unit=""} 0
chip_impl_metric{name="number_of_hold_slack_violations_in_the_final_timing_report",unit=""} 0
chip_impl_metric{name="yosys.area_share.aoi",unit="%"} 12.8
chip_impl_metric{name="area_growth",unit="%"} 38.1
chip_impl_metric{name="layout-drive-gt1-share",unit="%"} 6.88
chip_impl_info{name="endpoint",value="address_to_2[6]"} 1
chip_impl_info{name="synth.logic.top_family",value="simple AND/OR/NAND/NOR gates"} 1
chip_impl_metric{name="dieHeight",unit="um"} 75.6
chip_impl_metric{name="drc",unit=""} 0
chip_impl_metric{name="final-setup-viol-count",unit=""} 0
chip_impl_metric{name="skew",unit="ns"} 0.00427
chip_impl_metric{name="maxCapViolations",unit=""} 0
chip_impl_metric{name="drt_pre_antenna_iters",unit=""} 4
chip_impl_metric{name="postSynthRegisterBits",unit=""} 52
chip_impl_metric{name="antenna_violations_before_repair",unit=""} 0
chip_impl_metric{name="dp_hpwl",unit="um"} 3170
chip_impl_metric{name="period_needed",unit="ns"} 2.52
chip_impl_metric{name="finalMaxSlewViolations",unit=""} 0
chip_impl_metric{name="pin_count_of_the_biggest_net_entering_global_routing",unit=""} 19
chip_impl_metric{name="worst_pin_slew",unit="ns"} 0.816
chip_impl_metric{name="syn-mean-instance-area",unit="um2"} 12.3
chip_impl_info{name="path_delay_family",value="AND-OR/OR-AND gates"} 1
chip_impl_metric{name="synth.yosys.warnings",unit=""} 3
chip_impl_metric{name="vias",unit=""} 1505
chip_impl_metric{name="vias_per_cell",unit=""} 4.75
chip_impl_metric{name="rows",unit=""} 26
chip_impl_metric{name="floorplan.io_pins",unit=""} 91
chip_impl_metric{name="syn-cell-area",unit="um2"} 2170
chip_impl_metric{name="worstSkewPairLatency",unit="ns"} 0.30
chip_impl_info{name="startpoint_type",value="input pin"} 1
chip_impl_metric{name="avgRoutedWirePerCell",unit="um"} 13.1
chip_impl_metric{name="clock_tree.buffer_depth",unit=""} 2
chip_impl_metric{name="achievable-frequency",unit="GHz"} 0.397
chip_impl_metric{name="clkSlewWorstSetupHoldPaths",unit="ns"} 0.09
chip_impl_metric{name="dieWidth",unit="um"} 75.6
chip_impl_metric{name="cell_depth_of_the_worst_setup_path",unit=""} 3
chip_impl_info{name="area_leaders",value="sky130_fd_sc_hd__edfxtp_1 36%, sky130_fd_sc_hd__dfxtp_1 24%, sky130_fd_sc_hd__nor2b_1 5.2%, sky130_fd_sc_hd__buf_4 3.8%, sky130_fd_sc_hd__a221o_1 3.7%"} 1
chip_impl_metric{name="timing.critical_path.required",unit="ns"} 3.73
chip_impl_metric{name="reg2reg_setup_slack",unit="ns"} 1.71
chip_impl_metric{name="seq_area_frac_synth",unit="%"} 60.1
chip_impl_info{name="root_buffer",value="sky130_fd_sc_hd__clkbuf_8"} 1
chip_impl_metric{name="postCtsHoldBufs",unit=""} 0
chip_impl_metric{name="critical_path.n_buffers_inverters",unit=""} 1
chip_impl_metric{name="cts-buffers-inserted",unit=""} 5
chip_impl_metric{name="post_synth_xor_area_fraction",unit="%"} 3.64
chip_impl_info{name="worstHoldPathType",value="reg -> reg"} 1
chip_impl_metric{name="synth-adder-area-share",unit="%"} 0
chip_impl_metric{name="synth.yosys.num_cells",unit=""} 176
chip_impl_info{name="cts_tree",value="built"} 1
chip_impl_metric{name="power_leakage",unit="uW"} 0.00123
chip_impl_metric{name="chip_area",unit="um2"} 5710
chip_impl_metric{name="openroad.warnings",unit=""} 33
chip_impl_metric{name="post-cts-setup-buffers",unit=""} 0
chip_impl_metric{name="timing.final.crit_share",unit="%"} 66.3
chip_impl_metric{name="slew_headroom",unit="%"} 45.6
chip_impl_metric{name="slowest_delay",unit="ns"} 0.71
chip_impl_info{name="r2r_end",value="address_to_2[6]"} 1
chip_impl_metric{name="synth_top_area_share",unit="%"} 36.0
chip_impl_metric{name="design_power_total",unit="uW"} 1170
chip_impl_info{name="worstSetupStartpoint",value="rst"} 1
chip_impl_info{name="path_class",value="in -> reg"} 1
chip_impl_metric{name="r2r.worst_path.cells",unit=""} 4
chip_impl_metric{name="antenna_left",unit=""} 0
chip_impl_metric{name="routed_wirelength",unit="um"} 4160
chip_impl_info{name="ys_top_cells_by_count",value="26 x sky130_fd_sc_hd__dfxtp_1, 26 x sky130_fd_sc_hd__edfxtp_1, 18 x sky130_fd_sc_hd__nor2b_1, 11 x sky130_fd_sc_hd__buf_4, 10 x sky130_fd_sc_hd__inv_1"} 1
chip_impl_metric{name="synth-simple-area-share",unit="%"} 16.5
chip_impl_metric{name="power.density_cell_area",unit="nW/um2"} 390
chip_impl_metric{name="htreeDepth",unit=""} 2
chip_impl_metric{name="globalRoute.totalOverflow",unit=""} 0
chip_impl_metric{name="first_global_vias",unit=""} 1341
chip_impl_metric{name="clock-sinks",unit=""} 52
chip_impl_metric{name="port_buffers",unit=""} 72
chip_impl_metric{name="netlist_instances",unit=""} 176
chip_impl_metric{name="grt_pass1_wl",unit="um"} 6570
chip_impl_metric{name="grt_usage",unit="%"} 15.8
chip_impl_info{name="worstPathCellList",value="clkdlybuf4s50_1 -> a21o_1 -> a21oi_1"} 1
chip_impl_info{name="netlist.top_cell.by_area",value="sky130_fd_sc_hd__edfxtp_1"} 1
chip_impl_metric{name="synth.mux.area_fraction",unit="%"} 0
chip_impl_metric{name="antenna_cells_inserted",unit=""} 0
chip_impl_info{name="result_of_the_run",value="finished, final reports clean"} 1
chip_impl_metric{name="fin_setup_tns",unit="ns"} 0
chip_impl_info{name="worstReg2RegStart",value="mem_write_address[0]"} 1
chip_impl_info{name="critPathCaptureType",value="flip-flop"} 1
chip_impl_metric{name="ys_async_sr_fraction",unit="%"} 0
chip_impl_metric{name="core_region_area",unit="um2"} 5170
chip_impl_info{name="critical_path.slowest_cell",value="sky130_fd_sc_hd__a21oi_1"} 1
chip_impl_metric{name="ys_types",unit=""} 30
chip_impl_metric{name="edf_count",unit=""} 26
chip_impl_metric{name="critical_path_arrival",unit="ns"} 2.45
chip_impl_metric{name="ir_drop",unit="mV"} 0.177
chip_impl_metric{name="synth_chip_area",unit="um2"} 2170
chip_impl_metric{name="worst-path-max-fanout",unit=""} 11
chip_impl_metric{name="floorplan.initialDensity",unit="%"} 41.9
==> logic make-up (layout without fill, tap and decap cells) <==
logic type / count (synthesis) / after routing
flops: 52 / 52
buf+inv: 28 / 90
simple gates: 55 / 55
other cells: 1 / 10
xor+xnor: 9 / 9
compound gates: 31 / 31
==> worst min-delay path by stage <==
stage         slack [ns]              endpoint                  from  cells past startpoint
finish              0.51  mem_write_address[3]  mem_write_address[3]                      2
global route        0.53  mem_write_address[3]  mem_write_address[3]                      2
CTS                 0.51  mem_write_address[3]  mem_write_address[3]                      2
==> registers in the layout, indices dropped and copies added, names as in the netlist <==
register	count
read_data_1	8
bus_busy	1
address_to_2	8
state	9
mem_write_address	8
flag_to_1	1
flag_to_2	1
mem_read_address	8
address_to_1	8
==> area by class of cell <==
type / instances / area, um2
fillers: 414 / 2180
clock buffers: 7 / 86.3
inverters: 10 / 37.5
clock inverters: 1 / 7.51
repair buffers: 72 / 721
multi-input cells: 105 / 751
flip-flops and latches: 52 / 1300
well taps: 70 / 87.6
==> report_power, final <==
part           switching [uW]  internal (uW)  total, uW  leakage, uW
sequential               22.1            634        656     0.000490
clock                     170            148        319    0.0000445
combinational            71.2            121        192     0.000694
==> metal layers <==
metal / vias up / GRT usage (%) / share of wire [%]
met3: 5 / 3.89 / 6.1
li1: 769 / - / -
met1: 674 / 25.8 / 50
met5: - / 0 / 0
met4: 0 / 1.85 / 1.2
met2: 57 / 23.3 / 43
==> layout by cell type, fill, tap and decap left out, types with 2 or more instances in the layout <==
master | synthesis | routed
sky130_fd_sc_hd__nand2_1 | 3 | 3
sky130_fd_sc_hd__conb_1 | 1 | 10
sky130_fd_sc_hd__o21ai_0 | 2 | 2
sky130_fd_sc_hd__and3_1 | 9 | 9
sky130_fd_sc_hd__dfxtp_1 | 26 | 26
sky130_fd_sc_hd__a221o_1 | 8 | 8
sky130_fd_sc_hd__a222oi_1 | 8 | 8
sky130_fd_sc_hd__nor3_1 | 6 | 6
sky130_fd_sc_hd__a21oi_1 | 2 | 2
sky130_fd_sc_hd__nor2_1 | 6 | 6
sky130_fd_sc_hd__edfxtp_1 | 26 | 26
sky130_fd_sc_hd__inv_1 | 10 | 10
sky130_fd_sc_hd__xor2_1 | 8 | 8
sky130_fd_sc_hd__clkdlybuf4s50_1 | 0 | 72
sky130_fd_sc_hd__nor4_4 | 2 | 2
sky130_fd_sc_hd__nand3_1 | 2 | 2
sky130_fd_sc_hd__nor2b_1 | 18 | 18
sky130_fd_sc_hd__or2_2 | 4 | 4
sky130_fd_sc_hd__clkbuf_8 | 0 | 6
sky130_fd_sc_hd__a22o_1 | 8 | 8
==> worst min-delay path, stage by stage, from the launching register on <==
cell and delay [ns]:
sky130_fd_sc_hd__dfxtp_1 0.36, sky130_fd_sc_hd__a222oi_1 0.08, sky130_fd_sc_hd__inv_1 0.05
==> through the flow <==
stage	std cells	cell area (um2)	setup WS, ns	utilization, %	hold slack, ns
after floorplan	185	2200	1.69	-	0.456
after global routing	317	2990	1.20	57.8	0.531
after detailed placement	309	2900	0.972	56.0	0.483
final	317	2990	1.28	57.8	0.507
after CTS	317	2990	1.30	57.8	0.511
after global placement	309	2900	1.04	56.0	0.482
Power figures rest on the tool's default switching activity, not on a simulated workload.
