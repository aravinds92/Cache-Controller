==> design.v <==
`timescale 1ns / 1ns
module L1_cache( out_data, cache_clk, read_select, write_select, write_data, write_enable, rst);
input cache_clk;
input [7:0] write_data;
input [2:0] write_select;
input	[2:0] read_select;
input write_enable;
input rst;
output reg [7:0] out_data;
reg [7:0] data_memory [0:7];				 
integer i;
		always @ (posedge cache_clk)
				begin
					if(rst)
						out_data=0;
					else
						out_data = data_memory [read_select];
				end
		always @ (posedge cache_clk)
				begin
					if(rst)
						for (i = 0; i < 8; i = i + 1) 
						begin 
							data_memory[i] = 8'd0;
						end   
					else
						if(write_enable)
						begin
							data_memory [write_select] = write_data;
						end
				 end
endmodule
`timescale 1ns / 1ns
module Tag_array( out_data, TA_clk, read_select, write_select, write_data, write_enable, rst, finish, read_enable);
input TA_clk;
input [5:0] write_data;
input [2:0] write_select;
input	[2:0] read_select;
input write_enable;
input rst;
input read_enable;
output reg [5:0] out_data;
output reg finish;
reg [5:0] data_memory [0:7];				 
integer i;		
		always @ (posedge TA_clk)
				begin	
					if(rst)
					begin
						out_data=0;
						finish=0;
					end	
					else	if(finish == 1)
						finish = 0;
					else if(read_enable)
						begin
							finish = 1;
							out_data = data_memory [read_select];
						end
				end
		always @ (posedge TA_clk)
				begin
					if(rst)
						for (i = 0; i < 8; i = i + 1) 
						begin 
							data_memory[i] = 6'd0;
						end  
					else
					if(write_enable)
						begin
							data_memory [write_select] = write_data;
						end
				 end
endmodule
`timescale 1ns / 1ns
module cc_singlebus (CC_clk, rst, address, read_data, write_data, start, read_operation, hit, cache_busy, 
								 write_opn_to_bus, out_data_Mem, read_select_Mem, write_select_Mem, write_data_Mem, finish, bus_access, finish_out, flag_snoop, snoop_address);
input CC_clk;
input start;
input rst;
input finish;		 
input [7:0] address;
input read_operation;
input [7:0] write_data;
input [7:0] out_data_Mem;
input  [7:0] snoop_address;
input  flag_snoop;
reg [7:0] store_address  [0:7];
output reg [7:0] read_data;
output reg bus_access;
output hit;
output reg cache_busy;
output reg write_opn_to_bus;
output reg [7:0] read_select_Mem, write_select_Mem, write_data_Mem;
output reg finish_out;
reg h,s,r;
reg [7:0] write_data_L1;
reg [5:0] write_data_TA; 
reg snoop_finish, snoop_flag;
reg write_mem_enable_L1;
reg write_mem_enable_TA;
reg TA_read_enable;
reg flag, flag1, flag2;
reg hit;
wire TA_finish;
reg [7:0] local_address;
wire miss;
wire [7:0] out_data_L1;
wire [5:0] out_data_TA;
reg [2:0] L1_write_address, L1_read_address, TA_write_address, TA_read_address;
wire [7:0] temp_address;
reg [3:0] cnt;
reg entry_flag, x;
L1_cache L1 ( out_data_L1 , CC_clk, L1_read_address , L1_write_address , write_data_L1 , write_mem_enable_L1, rst);
Tag_array TA( out_data_TA , CC_clk, TA_read_address , TA_write_address , write_data_TA , write_mem_enable_TA, rst, TA_finish, TA_read_enable);
assign temp_address = 	store_address[cnt-1];		
always@(posedge CC_clk)
begin
	if(rst)
	begin
		r=0;
		cnt=0;
	end
	if(flag_snoop)
	begin
		store_address[cnt] = snoop_address;
		r=1;
		cnt = cnt + 1;
	end
	if(snoop_finish)
		cnt = cnt - 1;
	if(cnt == 0)
		r=0;
end			
always@(posedge CC_clk)
begin
	if(rst)
	begin
		entry_flag = 0;
		hit=0;
		write_mem_enable_L1=0;
		write_mem_enable_TA=0;
		local_address = 0;
		flag = 0;
		flag1=0;
		h=0;
		flag2=0;
		cache_busy=0;
		read_data = 0;
		finish_out = 0;
		s=0;
		TA_read_enable = 0;
		snoop_flag=0;
		snoop_finish=0;
		x=0;
	end
	else
	begin
		if(snoop_finish)
		begin
			snoop_finish = 0;
			entry_flag = 0;
		end
		if(x == 1)
		begin
			entry_flag = 1;
			x = 0;
		end	
		if(!cache_busy && r)
		begin
			x = 1;
			cache_busy = 1;
		end	
		if(entry_flag  && r)
		begin		
			if(write_mem_enable_TA)
			begin
				write_mem_enable_TA = 0;	
				snoop_finish = 1;
				cache_busy = 0;
			end
			else
			if(snoop_flag)
			begin
				if(TA_finish)
				begin
					snoop_flag = 0;
					TA_read_enable = 0;
					if((out_data_TA[4:0] == temp_address[7:3]) && out_data_TA[5]==1)
					begin
						write_mem_enable_TA =1;				
						TA_write_address = temp_address[2:0];
						write_data_TA[5] = 0; 
					end
				end
			end
			else
			begin
				snoop_flag=1;
				TA_read_address = temp_address[2:0];
				TA_read_enable = 1;
			end
		end	
		else
		begin
			if(hit==1)
			hit = 0;
			else
			if(start)																				 
			begin
				TA_read_address = address[2:0];
				TA_read_enable = 1;
				cache_busy = 1;
			end
			else	
			if(TA_finish)
			begin
				TA_read_enable = 0;
				flag1=0;
				flag2=0;
				s=1;
				if((out_data_TA[4:0] == address[7:3]) && out_data_TA[5]==1)
					begin
						hit=1;
						h=1;
					end
				else
					begin
						hit=0;
						h=0;
					end		
			end
					if(finish_out == 1)
						finish_out = 0;
					if((s || flag || flag1 || flag2) && !rst)
								begin
									if(read_operation == 0) 
										begin
										if(flag)
											begin
												if(finish)
													begin
														s=0;
														finish_out = 1;
														flag=0;
														cache_busy=0;
													end
												else
													bus_access=0;
											end		
										else
											begin
												write_select_Mem = address;
												write_data_Mem = write_data;
												bus_access = 1;
												write_opn_to_bus = 1;
												flag=1;
												if(hit==1)
													begin
														L1_write_address = address[2:0];
														write_mem_enable_L1=1;
														write_data_L1 = write_data;
													end
												else	if(hit==0)				
													begin
														L1_write_address = address[2:0];
														write_mem_enable_L1=1;
														write_data_L1 = write_data;
														write_mem_enable_TA=1;	
														TA_write_address = address[2:0];											
														write_data_TA[4:0] = address[7:3];
														write_data_TA[5] = 1;
													end
												end		
									end
								else if(read_operation == 1)
											begin
											if(h)
												begin
															if(flag2)
															begin
																read_data = out_data_L1;
																write_mem_enable_L1=0;
																write_mem_enable_TA=0;
																flag1=0;
																flag2=0;
																cache_busy=0;
																h=0;
																finish_out = 1;
																s=0;
															end	
															else
															if(flag1)
															begin
																flag2=1;
																flag1=0;
															end	
															else
															begin			
																L1_read_address = address[2:0];
																flag1=1;
															end	
														end
											else
												begin
													if(flag) 
													begin
														if(finish)
														begin	
															s=0;
															finish_out = 1;
															flag = 0;
															cache_busy = 0;
															read_data = out_data_Mem;
															TA_write_address = local_address[2:0];
															L1_write_address = local_address[2:0];
															write_mem_enable_L1=1;
															write_mem_enable_TA=1;
															write_data_L1 = out_data_Mem;
															write_data_TA[4:0] = local_address[7:3];
															write_data_TA[5] = 1;
														end
														else
															bus_access = 0;
													end
													else
													begin
														write_select_Mem = address;
														flag = 1;
														bus_access = 1;
														write_mem_enable_L1=0;
														write_mem_enable_TA=0;
														write_opn_to_bus = 0;
														local_address = address;
													end
												end	
											end
							end
						else
							begin
								write_mem_enable_L1=0;
								write_mem_enable_TA=0;
								bus_access = 0;
							end	
				end		
		end					
end	
assign miss = ~hit;
endmodule
`timescale 1ns / 1ps
`timescale 1ns / 1ps
module Main_memory256(out_data, MM_clk, read_select, write_select, write_data, write_enable, rst, readfinish_flag, writefinish_flag, read_enable);
input MM_clk, rst;
input [7:0] write_data;
input [7:0] write_select;
input	[7:0] read_select;
input write_enable, read_enable;
output reg readfinish_flag, writefinish_flag;
output reg [7:0] out_data;
reg readfinish, writefinish, p1, p2, p3, p4;
integer i;
reg [7:0] data_memory [0: 255];		 
		always @ (posedge MM_clk)
				begin	
					if(rst)
					begin
						out_data=0;
						readfinish=0;
					end	
					else if(read_enable)
						begin
						out_data = data_memory [read_select];
						readfinish =1;
						end
					else 
						readfinish =0;
					end
		always @ (posedge MM_clk)
				begin
					if(rst)
						for (i = 0; i < 255; i = i + 1) 
						begin 
							data_memory[i] = 8'd15;
						end   
					else
					if(write_enable)
						begin
							data_memory [write_select] = write_data;
							writefinish =1;
						end
					else
						writefinish = 0;	
				 end
always@(posedge MM_clk)
begin
	if(rst)
	begin
		readfinish_flag<=0;
		p1<=0;
		p2<=0;
	end
	else if(readfinish==1)
	begin
		p1<=readfinish;
		p2<=p1;
		readfinish_flag <= p1 & ~p2;
	end
	if(p1==1 && p2==0)
	begin
		p1<=0;
		p2<=0;
	end	
end
always@(posedge MM_clk)
begin
	if(rst)
	begin
		writefinish_flag<=0;		 
		p3<=0;						 
		p4<=0;
	end
	else if(writefinish == 1)
	begin
		p3<=writefinish;			 
		p4<=p3;	
		writefinish_flag <= p3 & ~p4;
	end
	if(p3==1 && p4 ==0)
	begin
		p3<=0;
		p4<=0;
	end
end
endmodule
module multiplebus(clk, rst, write_op1, write_op2, in_address1, in_address2, in_data1, in_data2, start1, start2, out_data1, out_data2, finish_flag1, finish_flag2, read_busy, write_busy, flag_to_1, flag_to_2, address_to_1, address_to_2);  
input write_op1, write_op2, rst, clk, start1, start2;
input [7:0] in_address1, in_address2, in_data1, in_data2;
output wire [7:0] out_data1, out_data2;
output wire finish_flag1, finish_flag2;
output reg flag_to_1, flag_to_2;
output reg [7:0] address_to_1, address_to_2;
output reg read_busy, write_busy;
wire readfinish_flag, writefinish_flag;
reg [7:0] mem_read_address, mem_write_address, mem_data;
wire [7:0] mem_data_out;
reg write_enable,read_c1, read_c2, write_c1, write_c2;
reg read_enable;
reg R1, R2, W1, W2;
reg [3:0] next_state;
reg state_flag;
reg [3:0] state;
localparam RR = 0, RW = 1, WR = 2, WW = 3, RN = 4, WN = 5, NR = 6, NW = 7, NN = 8, dummy=9;
parameter priority_1 = 1, priority_2 = 0;
always@(posedge clk)
begin
	if(rst)
	begin
	state = NN;
	end
	else if((state_flag == 1) && ((finish_flag1==1)||(finish_flag2==1)))
	begin
		state = dummy;
	end
	else if(state == dummy)
	begin
		state = next_state;
	end	
	else	
	begin
		if((start1==1) && (start2==1))
		begin
			if(write_op1==1 && write_op2==1)
				state = WW;
			else if(write_op1==1 && write_op2==0)
				state = WR;
			else if(write_op1==0 && write_op2==1)
				state = RW;
			else if(write_op1==0 && write_op2==0)		
				state = RR;
		end
		else if((start1 == 1) && (start2 == 0))
		begin
			if(write_op1 == 1)
				state = WN;
			else if(write_op1 == 0)
				state = RN;
		end
		else if((start1 == 0) && (start2 == 1))
		begin
			if(write_op2 == 1)
				state = NW;
			else if(write_op2 == 0)
				state = NR;
		end
		else if((start1 == 0) && (start2 == 0))
			state = NN;
	end
end
always@(posedge clk)
begin	
		if(rst)
		begin
			mem_read_address = 0;
			mem_write_address = 0;
			mem_data = 0;
			write_enable = 0;
			read_enable = 0;
			read_busy = 0;
			write_busy = 0;
			read_c1 = 0;
			read_c2 = 0;
			write_c1 = 0;
			write_c2 = 0;
			state_flag = 0;
			next_state = NN;
			flag_to_1 = 0;
			flag_to_2 = 0;
			address_to_1 = 0;
			address_to_2 = 0;
		end
		if(flag_to_2 == 1)
			flag_to_2 = 0;
		if(flag_to_1 == 1)
			flag_to_1 = 0;
		else	
		begin	
			case(state)								
					NN : 		begin
								end
					RN :		begin
								read_busy = 1;
								mem_read_address = in_address1;
								write_enable = 0;
								read_enable =1;
								read_c1 =1;
								state_flag=0;
								end
					NR :		begin
								read_busy = 1;
								mem_read_address = in_address2;
								write_enable =0;
								read_enable =1;
								read_c2 =1;
								state_flag=0;
								end
					WN :     begin
								write_busy = 1;
								mem_write_address = in_address1;
								mem_data = in_data1;
								write_enable = 1;
								read_enable = 0;
								write_c1 =1;
								state_flag = 0;
								flag_to_2 = 1;
								address_to_2 = in_address1;
								end
					NW :     begin
								write_busy = 1;
								mem_write_address = in_address2;
								mem_data = in_data2;
								write_enable = 1;
								read_enable = 0;
								write_c2 =1;
								state_flag = 0;
								flag_to_1 = 1;
								address_to_1 = in_address2;
								end	
					RW :		begin
								read_busy = 1;
								write_busy = 1;
								mem_read_address = in_address1;
								mem_write_address = in_address2;
								mem_data = in_data2;
								write_enable = 1;
								read_enable = 1;
								read_c1 =1;
								write_c2 =1;
								flag_to_1 = 1;
								address_to_1 = in_address2;
								end
					WR :		begin
								read_busy = 1;
								write_busy = 1;
								mem_read_address = in_address2;
								mem_write_address = in_address1;
								mem_data = in_data1;
								write_enable = 1;
								read_enable = 1;
								read_c2 =1;
								write_c1 =1;
								flag_to_2 = 1;
								address_to_2 = in_address1;
								end
					RR :		begin
								state_flag=1;
								if(priority_1 > priority_2)
								begin
									read_busy = 1;
									mem_read_address = in_address1;
									write_enable = 0;
									read_enable = 1;
									read_c1 =1;
									next_state = NR;
								end
								else if(priority_2 > priority_1)
								begin
									read_busy = 1;
									mem_read_address = in_address2;
									write_enable = 0;
									read_enable = 1;
									read_c2 =1;
									next_state = RN;
								end
								end
					WW :		begin
								state_flag=1;
								if(priority_1 > priority_2)
								begin
									write_busy = 1;
									mem_write_address = in_address1;
									mem_data = in_data1;
									write_enable = 1;
									read_enable = 0;
									write_c1 =1;
									next_state = NW;
									flag_to_2 = 1;
									address_to_2 = in_address1;
								end
								else if(priority_2 > priority_1)
								begin
									write_busy = 1;
									mem_write_address = in_address2;
									mem_data = in_data2;
									write_enable = 1;
									read_enable = 0;
									write_c2 =1;
									next_state = NW;
									flag_to_1 = 1;
									address_to_1 = in_address2;
								end
								end								
			endcase	
		end
			if(readfinish_flag)
			begin
				read_enable = 0;
				read_busy = 0;
				if(read_c1)
				begin
					read_c1 = 0;
				end
				if(read_c2)
				begin
					read_c2 = 0;
				end
		   end
		  if(writefinish_flag)
			begin
				write_enable = 0;
				write_busy = 0;
				if(write_c1)
				begin
					write_c1 = 0;			
				end
				if(write_c2)
				begin
					write_c2 = 0;
				end
		   end	
end
assign finish_flag1 = rst? 0 : (read_c1 && readfinish_flag) ? 1 : (write_c1 && writefinish_flag) ? 1 : 0;
assign finish_flag2 = rst? 0 : (read_c2 && readfinish_flag) ? 1 : (write_c2 && writefinish_flag) ? 1 : 0;
assign out_data1 = rst? 0 : (read_c1 && readfinish_flag) ? mem_data_out : out_data1;
assign out_data2 = rst? 0 : (read_c2 && readfinish_flag) ? mem_data_out : out_data2;
Main_memory256 mem1(mem_data_out, clk, mem_read_address, mem_write_address, mem_data, write_enable, rst, readfinish_flag, writefinish_flag, read_enable);
endmodule 
`timescale 1ns / 1ps
module single_bus1(clk, rst, write_op, in_address, in_data, out_data, finish_flag, start );
input write_op, rst, clk, start;
input [7:0] in_address, in_data;
output reg [7:0] out_data;
output reg finish_flag;
reg read_enable;
wire readfinish_flag, writefinish_flag;
reg [7:0] mem_address, mem_data;
wire [7:0] mem_data_out;
reg write_enable;
always@(posedge clk)
begin
		if(rst)
		begin
			out_data =0;
			finish_flag =0;
		end
		if(readfinish_flag)
			begin
				finish_flag=1;
				out_data = mem_data_out;
				read_enable =0;
			end
		else	
		if(writefinish_flag)
		begin
			finish_flag = 1 ;
			write_enable =0;
		end
		else	
		if(start)
		begin	
			if(!write_op)
			begin
					finish_flag=0;
					mem_address = in_address;
					read_enable =1;				
			end
			else if(write_op)
			begin
					finish_flag=0;
					write_enable = 1;
					mem_address = in_address;
					mem_data = in_data;
			end
		end	
		else
			finish_flag =0;
end
Main_memory256 jkjk(mem_data_out, clk, mem_address, mem_address, mem_data, write_enable, rst, readfinish_flag, writefinish_flag, read_enable);
endmodule 
`timescale 1ns / 1ps
module top_single(clk, rst, address, start, write_data, read_operation, cache_busy, read_data );
input clk, rst, start;
input [7:0] address;
input [7:0] write_data;
input read_operation;
output cache_busy;
output [7:0] read_data;
wire write_opn_to_bus;
wire [7:0] read_select_Mem, write_data_Mem, out_data_Mem;
wire finish, bus_access;
cc_singlebus cc420(clk, rst, address, read_data, write_data, start, read_operation, hit, cache_busy, 
								 write_opn_to_bus, out_data_Mem, read_select_Mem, write_select_Mem, write_data_Mem, finish, bus_access);
single_bus1 sb520(clk, rst, write_opn_to_bus, read_select_Mem, write_data_Mem, out_data_Mem, finish, bus_access );
endmodule
==> run.sh <==
#!/bin/bash
# OpenROAD 26Q1-2900-gdf79404cd8, Yosys 0.63+post, stock flow scripts
make -C /OpenROAD-flow-scripts/flow DESIGN_CONFIG=/design/flow/config.mk WORK_HOME=/design/flow/orfs finish
==> config.mk <==
export PLATFORM = sky130hd
export DESIGN_NAME = top_single
export DESIGN_NICKNAME = top_single
export VERILOG_FILES = /design/flow/design.v
export SDC_FILE = /design/flow/constraint.sdc
export NUM_CORES = 4
export LEC_CHECK = 1
export CORE_UTILIZATION = 40
==> constraint.sdc <==
current_design top_single

set clk_period 3.6
set clk_io_pct 0.2

create_clock -name clk0 -period $clk_period [get_ports {clk}]

set non_clock_inputs [all_inputs -no_clocks]
set_input_delay [expr $clk_period * $clk_io_pct] -clock clk0 $non_clock_inputs
set_output_delay [expr $clk_period * $clk_io_pct] -clock clk0 [all_outputs]
==> Slide: Implementation Results <==
Run Summary

Route
  • Antenna violation net count after detailed routing: 0
  • Count of TritonRoute iterations in the first routing pass: 6
  • DRC violations left: 0
  • Vias per cell: 5.08
  • Aggregate routed wire length: 16.3 mm
  • Antenna Cells: 0
  • Routed wirelength normalized by instance count: 17.7 um
  • Iteration-0 DRC Markers: 216
  • Vias after detailed routing: between 4,000 and 5,000

STA
  • Final number of hold-violating endpoints: 0
  • Max_slew headroom: 0.444
  • RSZ-0062 raised after global routing: no
  • Worst-Margin Slew: 0.826 ns
  • Post-route clock skew: 0.00706 ns
  • Max-slew violations: 0
  • Final period demand of the worst path: 2.73 ns
  • Share of the clock period used by the worst path: 0.758
  • Total of endpoints with negative setup slack in the final report: 0
  • Total negative setup slack: 0 ns
  • Timing-limited maximum frequency: 0.366 GHz

Synth
  • Average instance area after synthesis: ~14 um^2
  • Yosys chip area: 8240 um^2
  • Count of state elements after synthesis: 193
  • Dominant cell type by area after synthesis: edfxtp_1
  • Number of distinct standard cells referenced by the synthesized netlist: approximately 53
  • Number of standard cells reported by yosys: 599
  • Seq/Total Area, Yosys: 0.642
  • Most common library cells after synthesis: edfxtp_1 (142), and2_1 (107), dfxtp_1 (51)
  • Netlist area before placement: just over 8000 um^2
  • Fraction of synthesized cell area in xor and xnor cells: 0.00532
  • Synth logic family: simple AND/OR/NAND/NOR gates
  • Synth Area in Adders: 0
  • Largest type area fraction: 0.518
  • Instance count of the mapped netlist: 599
  • Simple-Gate Fraction of Synth Area: 0.167
  • Main flop type after synthesis: edfxtp_1
  • Share of flip-flops with an asynchronous set or reset: 0
  • Number of warning messages in the yosys log: 25
  • Multiplexer share of the synthesized area: 0.104
  • Top post-synthesis cells by area: edfxtp_1 (52%), dfxtp_1 (12%), and2_1 (8.1%)
  • Post-synthesis cell type with the largest instance count: edfxtp_1
  • Compound-Gate Fraction of Synth Area: 0.0612
  • Number of enable flip-flop cells: 142

Worst hold path
  • Worst Min Path Start: sb520.write_enable
  • Min-Delay Endpoint: sb520.jkjk.writefinish
  • Hold path cells: 0
  • Worst Hold Class: reg2reg

Clock network
  • Number of buffers inserted for hold repair after clock tree synthesis: 0
  • H-tree levels: 4
  • Clock latency at the later pin of the worst-skew pair: between 0.4 and 0.5 ns
  • CTS sink count: 193
  • Clock transition time at the flip-flop clock pins of the worst setup and hold paths: about 0.070 ns
  • Num CTS Buffers: 17
  • Clock tree root buffer cell: clkbuf_16
  • Count of cells resized by post-cts repair: 0
  • Longest Clk Path Bufs: 2
  • TritonCTS clock tree: built
  • Postcts setup bufs: 0

Status
  • Outcome: complete, no violations

Critical path
  • Data arrival time of the critical path: about 2.9 ns
  • Logic depth of the worst register-to-register path: 5
  • Setup slack of the most critical reg-to-reg path: around 1.3 ns
  • CP Class: in2reg
  • Max Fanout on Critical Path: 12
  • Start of the worst register-to-register path: cc420.TA.finish
  • Type of element launching the critical path: primary input
  • Worst reg2reg endpoint: cc420.write_opn_to_bus
  • Worst Path Required: 3.72 ns
  • Crit path capture type: flop

Global routing
  • Maximum number of pins on one net before global-route repair: 31
  • Wire length of the first global-routing pass: 26.5 mm
  • Antenna violations before repair: 0
  • Vias in the first global route: roughly 4,900
  • Tot GR Track Use: 0.175
  • Leftover overflow at the end of global routing: 0

Power
  • Leakage Power: 0.00334 uW
  • Max rail drop VDD: between 0.2 and 0.3 mV
  • Pwr per Cell Area: 499 nW/um^2

Die
  • DIE HEIGHT: 146 um
  • Number of top-level design ports: 29
  • Count of standard-cell rows: 52
  • Area inside the core boundary: 20,200 um^2
  • Die boundary width: 146 um
  • Starting density of the core: 0.407
  • Die area: roughly 21,000 um^2

Place
  • DPL Wire Length: 11.2 mm
  • Final weighted congestion in routability-driven placement: around 0.85
  • Port Buffer Count: 28

Flow run
  • Number of max-cap violations: 0
  • Tool warnings: 25

Layout
  • Final design utilization: 0.465
  • Share of post-route cells with drive strength above 1: 0.165
  • Footprint of the flip-flops and latches: 5290 um^2
  • Area growth from synthesis to layout: 14.1%
  • Footprint of the multi-input gates: roughly 2800 um^2
  • Filler cells: between 1,500 and 2,000
## worst max-delay path: stages
cell and delay [ns]:
clkdlybuf4s50_1 0.47, or3b_1 0.47, and2_4 0.21, a21oi_2 0.51, nor2_1 0.22, nor3_1 0.25
## power breakdown
part	internal [uW]	leakage, uW	switching [uW]
Combinational	137	0.00122	155
Clock	973	0.000270	838
Sequential	2490	0.00185	89.1
Total	3600	0.00334	1080
## how the worst max path moves through the flow
| stage | cells after the start | startpoint | end | slack [ns] |
|---|---|---|---|---|
| 4_1_cts | 6 | start | cc420.write_opn_to_bus | 0.91 |
| 5_1_grt | 6 | start | cc420.write_opn_to_bus | 0.79 |
| 6_report | 6 | start | cc420.write_opn_to_bus | 0.87 |
## cells in the final DEF, fill, tap and decap left out, drive strengths merged, types with 2 or more instances in the layout
master	instances
nor3b	7
nand2	21
nor2	34
o21ai	29
xor2	4
nand3b	2
nor2b	11
a21oi	21
clkdlybuf4s50	27
mux2i	14
buf	16
clkinvlp	4
clkbuf	17
o32ai	2
o31ai	5
nand2b	8
a211oi	6
or2	11
mux2	8
inv	16
nor3	9
or3	4
a21o	2
nand3	16
edfxtp	142
o21a	2
and2	108
a31oi	6
mux4	28
clkinv	2
dfxtp	51
nor4	2
## logic make-up (layout without fill, tap and decap cells)
group / after synthesis / after routing
simple gates: 237 / 237
flops: 193 / 193
compound gates: 79 / 79
mux: 50 / 50
buf+inv: 35 / 83
xor+xnor: 5 / 5
## routing by layer
layer / vias up / track usage / wire [um]
li1: 2266 / - / -
met1: 2219 / 0.250 / 6730
met2: 150 / 0.274 / 7920
met3: 21 / 0.0720 / 1260
met4: 0 / 0.0289 / 351
met5: - / 0 / 0
## layout make-up
class,instances,area share
clock buffers,17,0.0453
clock inverters,15,0.0157
repair buffers,43,0.0413
well taps,270,0.0359
inverters,8,0.00319
flip-flops and latches,193,0.562
multi-input cells,371,0.296
## sequential cells by signal, indices dropped and copies added, names as in the netlist, 3 cells and up
signal,count
cc420.TA_read_address,3
cc420.L1_read_address,3
cc420.L1_write_address,3
cc420.local_address,8
cc420.write_data_L1,8
cc420.TA.out_data,6
cc420.TA_write_address,3
cc420.TA.data_memory,48
cc420.L1.data_memory,64
cc420.L1.out_data,8
cc420.read_data,8
cc420.write_data_TA,5
## per-stage QoR
stage / cell area [um^2] / setup WS [ns] / std cells / hold slack (ns) / power, uW
2_1_floorplan: 8240 / 1.07 / 599 / 0.400 / 2800
3_3_place_gp: 8830 / 0.572 / 885 / 0.426 / 2920
3_5_place_dp: 8830 / 0.485 / 885 / 0.413 / 2920
4_1_cts: 9400 / 0.911 / 917 / 0.431 / 4730
5_1_grt: 9400 / 0.794 / 917 / 0.453 / 4870
6_report: 9400 / 0.871 / 917 / 0.426 / 4690
Power figures rest on the tool's default switching activity, not on a simulated workload.
